## flow/config.mk

```make
export PLATFORM = sky130hd
export DESIGN_NAME = MAC
export DESIGN_NICKNAME = MAC
export VERILOG_FILES = /design/flow/design.v
export SDC_FILE = /design/flow/constraint.sdc
export NUM_CORES = 4
export LEC_CHECK = 1
export CORE_UTILIZATION = 30
```

## flow/constraint.sdc

```tcl
current_design MAC

set clk_period 2.0
set clk_io_pct 0.2

create_clock -name clk0 -period $clk_period [get_ports {CLOCK_50}]

set non_clock_inputs [all_inputs -no_clocks]
set_input_delay [expr $clk_period * $clk_io_pct] -clock clk0 $non_clock_inputs
set_output_delay [expr $clk_period * $clk_io_pct] -clock clk0 [all_outputs]
```

## flow/design.v

```verilog
module LCD_Controller (	
input [7:0] iDATA,
input iRS,
input iStart,
output reg oDone,
input iCLK,iRST_N,
output [7:0] LCD_DATA,
output LCD_RW,
output reg LCD_EN,
output LCD_RS	);
parameter	CLK_Divide	=	16;
reg		[4:0]	Cont;
reg		[1:0]	ST;
reg		preStart,mStart;
assign	LCD_DATA	=	iDATA; 
assign	LCD_RW		=	1'b0;
assign	LCD_RS		=	iRS;
always@(posedge iCLK or negedge iRST_N)
begin
	if(!iRST_N)
	begin
		oDone	<=	1'b0;
		LCD_EN	<=	1'b0;
		preStart<=	1'b0;
		mStart	<=	1'b0;
		Cont	<=	0;
		ST		<=	0;
	end
	else
	begin
		preStart<=	iStart;
		if({preStart,iStart}==2'b01)
		begin
			mStart	<=	1'b1;
			oDone	<=	1'b0;
		end
		if(mStart)
		begin
			case(ST)
			0:	ST	<=	1;	 
			1:	begin
					LCD_EN	<=	1'b1;
					ST		<=	2;
				end
			2:	begin					
					if(Cont<CLK_Divide)
					Cont	<=	Cont + 1'b1;
					else
					ST		<=	3;
				end
			3:	begin
					LCD_EN	<=	1'b0;
					mStart	<=	1'b0;
					oDone	<=	1'b1;
					Cont	<=	0;
					ST		<=	0;
				end
			endcase
		end
	end
end
endmodule
module MAC(
  input CLOCK_50,	 
  output LCD_ON,	 
  output LCD_BLON,	 
  output LCD_RW,	 
  output LCD_EN,	 
  output LCD_RS,	 
  inout [7:0] LCD_DATA	 
);
wire DLY_RST;
Reset_Delay r0(	.iCLK(CLOCK_50),.oRESET(DLY_RST) );
reg	[5:0]	LUT_INDEX;
reg	[8:0]	LUT_DATA;
reg	[5:0]	mLCD_ST;
reg	[17:0]	mDLY;
reg		mLCD_Start;
reg	[7:0]	mLCD_DATA;
reg		mLCD_RS;
wire		mLCD_Done;
parameter LINE1 = 5;
parameter LUT_SIZE = LINE1+10;
wire signed [31:0] number;
wire [3:0] d4, d3, d2, d1, d0, neg;
wire [8:0] sign;
assign sign = (neg == 0)? 9'h120 : 9'h12D;
reg signed [7:0] weights [0:7];
reg signed [7:0] inputs [0:7];
reg [2:0] buffer_index = 3'd0;
parameter BUFFER_SIZE = 7;
reg signed [7:0] w_in, x_in;
reg signed [15:0] psum_in, bias;
wire clear;
assign clear = 1'b0;
reg valid = 1'b0;
reg mac_end = 1'b0;
reg add_bias = 1'b0;
initial begin
	weights[0] = 8'd1;
	weights[1] = 8'd2;
	weights[2] = 8'd1;
	weights[3] = 8'd2;
	weights[4] = 8'd3;
	weights[5] = 8'd4;
	weights[6] = 8'd3;
	weights[7] = 8'd4;
	inputs[0] = -8'd1;
	inputs[1] = -8'd2;
	inputs[2] = 8'd1;
	inputs[3] = 8'd2;
	inputs[4] = 8'd4;
	inputs[5] = 8'd3;
	inputs[6] = -8'd4;
	inputs[7] = -8'd3;
	bias = 16'd10;
end
mac_unit m(
	.clk(CLOCK_50),
	.clear(clear),
	.valid(valid),
	.w(w_in),
	.x(x_in),
	.psum_in(psum_in),
	.psum_out(number)
);
digit_16bit d(
	.number_in(number),
	.digit_4(d4),
	.digit_3(d3),
	.digit_2(d2),
	.digit_1(d1),
	.digit_0(d0),
	.negative(neg));
always @ (posedge CLOCK_50) begin
		if (mac_end == 1) begin
			w_in = 0;
			x_in = 0;
			psum_in = 0;
			valid = 0;
		end
		else begin
			if (buffer_index == 0 && add_bias == 1) begin
				psum_in = bias;
				valid = 1;
				mac_end = 1;
			end
			else begin
				valid = 0;
				w_in = weights[buffer_index];
				x_in = inputs[buffer_index];
			end
			buffer_index = buffer_index + 1;
			if (buffer_index == BUFFER_SIZE) begin
				add_bias = 1;
			end
		end
end	
always
begin
	case(LUT_INDEX)
	0:	LUT_DATA	<=	9'h038;
	1:	LUT_DATA	<=	9'h00C;
	2:	LUT_DATA	<=	9'h001;
	3:	LUT_DATA	<=	9'h006;
	4:	LUT_DATA	<=	9'h080;
	LINE1+0:	LUT_DATA	<=	sign;
	LINE1+1:	LUT_DATA	<=	{5'h13,d4};
	LINE1+2:	LUT_DATA	<=	{5'h13,d3};
	LINE1+3:	LUT_DATA	<=	{5'h13,d2};
	LINE1+4:	LUT_DATA	<=	{5'h13,d1};
	LINE1+5:	LUT_DATA	<=	{5'h13,d0};
	default:		
		LUT_DATA	<=	9'h120 ;
	endcase
end
assign	LCD_ON		=	1'b1;
assign	LCD_BLON	=	1'b1;
always@(posedge CLOCK_50 or negedge DLY_RST)
begin	
	if(!DLY_RST)
	begin
		LUT_INDEX	<=	0;
		mLCD_ST		<=	0;
		mDLY		<=	0;
		mLCD_Start	<=	0;
		mLCD_DATA	<=	0;
		mLCD_RS		<=	0;
	end
	else
		begin
		case(mLCD_ST)
		0:	begin
				mLCD_DATA	<=	LUT_DATA[7:0];
				mLCD_RS		<=	LUT_DATA[8];
				mLCD_Start	<=	1;
				mLCD_ST		<=	1;
			end
		1:	begin
				if(mLCD_Done)
				begin
					mLCD_Start	<=	0;
					mLCD_ST		<=	2;					
				end
			end
		2:	begin
				if(mDLY<18'h3FFFE)
				mDLY	<=	mDLY + 1'b1;
				else
				begin
					mDLY	<=	0;
					mLCD_ST	<=	3;
				end
			end
		3:	begin				
				if (LUT_INDEX<LUT_SIZE) begin
					mLCD_ST <= 0;
					LUT_INDEX <= LUT_INDEX + 1'b1;
				end
				else begin
					mLCD_ST <= 0;
					LUT_INDEX <= 0;
				end
			end
		endcase
	end
end
LCD_Controller u0(
.iDATA(mLCD_DATA),
.iRS(mLCD_RS),
.iStart(mLCD_Start),
.oDone(mLCD_Done),
.iCLK(CLOCK_50),
.iRST_N(DLY_RST),
.LCD_DATA(LCD_DATA),
.LCD_RW(LCD_RW),
.LCD_EN(LCD_EN),
.LCD_RS(LCD_RS)    );
endmodule
module	Reset_Delay( input iCLK, output reg oRESET);
reg	[19:0]	Cont;
always@(posedge iCLK)
begin
	if(Cont!=20'hFFFFF)
	begin
		Cont	<=	Cont + 1'b1;
		oRESET	<=	1'b0;
	end
	else
	oRESET	<=	1'b1;
end
endmodule
module digit_16bit(
	input [15:0] number_in,
	output reg [3:0] digit_4,
	output reg [3:0] digit_3,
	output reg [3:0] digit_2,
	output reg [3:0] digit_1,
	output reg [3:0] digit_0,
	output negative
);
	assign negative = number_in[15];
	reg [15:0] processing_number;
	always @ (number_in) begin
		if (number_in[15] == 0)
			processing_number = number_in;
		else
			processing_number = ~(number_in-1);
		digit_4 = processing_number / 10000;
		processing_number = processing_number-(digit_4*10000);
		digit_3 = processing_number/1000;
		processing_number = processing_number-(digit_3*1000);
		digit_2 = processing_number/100;
		processing_number = processing_number-(digit_2*100);
		digit_1 = processing_number/10;
		processing_number = processing_number-(digit_1*10);
		digit_0 = processing_number;
	end
endmodule
module mac_unit(
	input clk,
	input clear,
	input valid,
	input signed [7:0] w,
	input signed [7:0] x,
	input signed [15:0] psum_in,
	output reg signed [15:0] psum_out
);
	reg [15:0] accumulate, product;
	initial begin
		accumulate = 16'd0;
		product = 16'd0;
	end
	always @ (posedge clk) begin
		if (clear == 1) begin
			accumulate <= 0;
			psum_out <= 0;
		end
		else begin
			if (valid == 1) begin
				accumulate = accumulate + psum_in;
				psum_out = accumulate;
			end
			else begin
				product = w * x;
				accumulate = accumulate + product;
			end
		end
	end
endmodule
```

## flow/run.sh

```bash
#!/bin/bash
# OpenROAD 26Q1-2900-gdf79404cd8, Yosys 0.63+post, stock flow scripts
make -C /OpenROAD-flow-scripts/flow DESIGN_CONFIG=/design/flow/config.mk WORK_HOME=/design/flow/orfs finish
```

==> results.py <==
# Physical implementation metrics
metrics = {
    "placed_design": {
        "numPortBuffers": 2,
        "gp_congestion": 0.9561,
        "pre_cts_slack_ps": -30620,
        "dp.cells": 3611,
        "dp_hpwl_microns": 40930,
    },
    "logic_synthesis": {
        "edf_count": 41,
        "common_cells": "nand2_1 (195), nor2_1 (175), a21oi_1 (152)",
        "topCellsByArea": "ha_1 (10%), edfxtp_1 (7.2%), dfrtp_1 (7.0%)",
        "yosysUniqueCellTypes": 124,
        "ys_ff": 117,
        "synthFlopType": "dfrtp_1",
        "yosys_warnings": 8,
        "ys_chip_area_sq_um": 17070,
        "synth_top_cell_by_count": "nand2_1",
        "synth_area_sq_um": 17070,
        "top_area_share_pct": 10.48,
        "syn_avg_cell_area_sq_um": 7.817,
        "synthCells": 2183,
        "synthArstFlopShare_pct": 42.74,
        "yosys.stat.seqShare_pct": 17.61,
        "synth_stat.cells": 2183,
        "yosysTopAreaCell": "ha_1",
    },
    "status": {
        "failed_stage": "4_1_cts",
        "outcome": "stopped before the end",
        "error_message": "[error] [KeplerFormal.cpp:679] Workflow failed: Iso has multiple drivers: .LCD_DATA0, LCD_DATA[0]$_DFFE_PN0P_.Q0",
    },
    "clock_tree": {
        "cts_sinks": 117,
        "cts_setup_buffers": 57,
        "htree_levels": 4,
        "clk_path_buf_depth": 2,
        "holdBufCountCts": 0,
        "cts_buffers": 17,
        "cts_resized": 156,
        "root_buffer": "clkbuf_16",
    },
    "die": {
        "die_x_microns": 240.5,
        "io_pins": 14,
        "fp-utilization_pct": 30.32,
        "die_y_microns": 240.5,
        "fp-row-count": 87,
    },
}
## per-stage QoR
stage                     hold WS [ps]  instance area [sq um]
after floorplan                  352.8                  17860
after global placement           345.2                  24010
after detailed placement         349.8                  24010
## kinds of logic after synthesis
group	count (synthesis)	synth area share [%]
AND-OR/OR-AND	658	27.38
buffers and inverters	228	5.396
multiplexers	42	2.720
adder cells (fa/ha/maj)	180	14.36
AND/OR/NAND/NOR	787	23.39
other	2	0.04401
flip-flops	117	17.61
XOR/XNOR	169	9.099
