File: ./run.sh
#!/bin/bash
# OpenROAD 26Q1-2900-gdf79404cd8, Yosys 0.63+post, stock flow scripts
make -C /OpenROAD-flow-scripts/flow DESIGN_CONFIG=/design/flow/config.mk WORK_HOME=/design/flow/orfs finish
File: ./config.mk
export PLATFORM = sky130hd
export DESIGN_NAME = lcdlab2
export DESIGN_NICKNAME = lcdlab2
export VERILOG_FILES = /design/flow/design.v
export SDC_FILE = /design/flow/constraint.sdc
export NUM_CORES = 4
export LEC_CHECK = 1
export CORE_UTILIZATION = 40
File: ./constraint.sdc
current_design lcdlab2

set clk_period 2.0
set clk_io_pct 0.2

create_clock -name clk0 -period $clk_period [get_ports {CLOCK_50}]

set non_clock_inputs [all_inputs -no_clocks]
set_input_delay [expr $clk_period * $clk_io_pct] -clock clk0 $non_clock_inputs
set_output_delay [expr $clk_period * $clk_io_pct] -clock clk0 [all_outputs]
File: ./design.v
module lcdlab2(
  input CLOCK_50,	 
  output LCD_ON,	 
  output LCD_BLON,	 
  output LCD_RW,	 
  output LCD_EN,	 
  output LCD_RS,	 
  inout [7:0] LCD_DATA,	 
);
wire DLY_RST;
Reset_Delay r0(	.iCLK(CLOCK_50),.oRESET(DLY_RST) );
reg	[5:0]	LUT_INDEX;
reg	[8:0]	LUT_DATA;
reg	[5:0]	mLCD_ST;
reg	[17:0]	mDLY;
reg		mLCD_Start;
reg	[7:0]	mLCD_DATA;
reg		mLCD_RS;
wire		mLCD_Done;
parameter LINE1 = 5;
parameter LUT_SIZE = LINE1+10;
reg [31:0] counter = 32'd50000000;
reg [7:0] second = 8'd40;
reg [7:0] minuate = 8'd30;
reg [7:0] hour = 8'd12;
wire [3:0] hour_1, hour_0, minuate_1, minuate_0, second_1, second_0;
assign hour_1 = hour / 10;
assign hour_0 = hour - ((hour / 10)*10);
assign minuate_1 = minuate / 10;
assign minuate_0 = minuate - ((minuate / 10)*10);
assign second_1 = second / 10;
assign second_0 = second - ((second / 10)*10);
always
begin
	case(LUT_INDEX)
	0:	LUT_DATA	<=	9'h038;
	1:	LUT_DATA	<=	9'h00C;
	2:	LUT_DATA	<=	9'h001;
	3:	LUT_DATA	<=	9'h006;
	4:	LUT_DATA	<=	9'h080;
	LINE1+0:	LUT_DATA	<=	{5'h13,hour_1};
	LINE1+1:	LUT_DATA	<=	{5'h13,hour_0};
	LINE1+2:	LUT_DATA	<=	{9'h13A};
	LINE1+3:	LUT_DATA	<=	{5'h13,minuate_1};
	LINE1+4:	LUT_DATA	<=	{5'h13,minuate_0};
	LINE1+5:	LUT_DATA	<=	{9'h13A};
	LINE1+6:	LUT_DATA	<=	{5'h13,second_1};
	LINE1+7:	LUT_DATA	<=	{5'h13,second_0};
	default:		
		LUT_DATA	<=	9'h120 ;
	endcase
end
assign	LCD_ON		=	1'b1;
assign	LCD_BLON	=	1'b1;
always@(posedge CLOCK_50) begin
		counter = counter - 1;
		if (counter == 0) begin
			counter = 32'd50000000;
			second = second + 1;
			if (second == 60) begin
				minuate = minuate + 1;
				second = 0;
			end
			if (minuate == 60) begin
				hour = hour + 1;
				minuate = 0;
			end
			if (hour == 24) begin
				hour = 0;
			end
		end
	end
always@(posedge CLOCK_50 or negedge DLY_RST)
begin	
	if(!DLY_RST)
	begin
		LUT_INDEX	<=	0;
		mLCD_ST		<=	0;
		mDLY		<=	0;
		mLCD_Start	<=	0;
		mLCD_DATA	<=	0;
		mLCD_RS		<=	0;
	end
	else
		begin
		case(mLCD_ST)
		0:	begin
				mLCD_DATA	<=	LUT_DATA[7:0];
				mLCD_RS		<=	LUT_DATA[8];
				mLCD_Start	<=	1;
				mLCD_ST		<=	1;
			end
		1:	begin
				if(mLCD_Done)
				begin
					mLCD_Start	<=	0;
					mLCD_ST		<=	2;					
				end
			end
		2:	begin
				if(mDLY<18'h3FFFE)
				mDLY	<=	mDLY + 1'b1;
				else
				begin
					mDLY	<=	0;
					mLCD_ST	<=	3;
				end
			end
		3:	begin				
				if (LUT_INDEX<LUT_SIZE) begin
					mLCD_ST <= 0;
					LUT_INDEX <= LUT_INDEX + 1'b1;
				end
				else begin
					mLCD_ST <= 0;
					LUT_INDEX <= 0;
				end
			end
		endcase
	end
end
LCD_Controller u0(
.iDATA(mLCD_DATA),
.iRS(mLCD_RS),
.iStart(mLCD_Start),
.oDone(mLCD_Done),
.iCLK(CLOCK_50),
.iRST_N(DLY_RST),
.LCD_DATA(LCD_DATA),
.LCD_RW(LCD_RW),
.LCD_EN(LCD_EN),
.LCD_RS(LCD_RS)    );
endmodule
module LCD_Controller (	
input [7:0] iDATA,
input iRS,
input iStart,
output reg oDone,
input iCLK,iRST_N,
output [7:0] LCD_DATA,
output LCD_RW,
output reg LCD_EN,
output LCD_RS	);
parameter	CLK_Divide	=	16;
reg		[4:0]	Cont;
reg		[1:0]	ST;
reg		preStart,mStart;
assign	LCD_DATA	=	iDATA; 
assign	LCD_RW		=	1'b0;
assign	LCD_RS		=	iRS;
always@(posedge iCLK or negedge iRST_N)
begin
	if(!iRST_N)
	begin
		oDone	<=	1'b0;
		LCD_EN	<=	1'b0;
		preStart<=	1'b0;
		mStart	<=	1'b0;
		Cont	<=	0;
		ST		<=	0;
	end
	else
	begin
		preStart<=	iStart;
		if({preStart,iStart}==2'b01)
		begin
			mStart	<=	1'b1;
			oDone	<=	1'b0;
		end
		if(mStart)
		begin
			case(ST)
			0:	ST	<=	1;	 
			1:	begin
					LCD_EN	<=	1'b1;
					ST		<=	2;
				end
			2:	begin					
					if(Cont<CLK_Divide)
					Cont	<=	Cont + 1'b1;
					else
					ST		<=	3;
				end
			3:	begin
					LCD_EN	<=	1'b0;
					mStart	<=	1'b0;
					oDone	<=	1'b1;
					Cont	<=	0;
					ST		<=	0;
				end
			endcase
		end
	end
end
endmodule
module	Reset_Delay( input iCLK, output reg oRESET);
reg	[19:0]	Cont;
always@(posedge iCLK)
begin
	if(Cont!=20'hFFFFF)
	begin
		Cont	<=	Cont + 1'b1;
		oRESET	<=	1'b0;
	end
	else
	oRESET	<=	1'b1;
end
endmodule
==> run summary <==
CTS Hold Bufs: 0
GP Congestion: 0.9404
pre-CTS setup slack: -2.785 ns
Post-synth regs: 127
distinct lib cells: 86
Avg Inst Size Synth: 9.464 µm²
first reported error: [error] [KeplerFormal.cpp:679] Workflow failed: Iso has multiple drivers: .LCD_DATA0, LCD_DATA[0]$_DFFE_PN0P_.Q0
Synth async-reset ratio: 0.3937
CTS resizes: 90
Die Y: 137.2 µm
post-synth top area cell: edfxtp_1
FP Util: 0.4073
Synth area leaders: edfxtp_1, dfrtp_1, dfxtp_1, xnor2_1, xor2_1
Halt Stage: clock tree synthesis (4_1_cts)
yosys cell count: 773
yosys warns: 3
Root Buffer: clkbuf_16
yosys stat chip area: 7316 µm²
clock sinks: 127
Die X: 137.2 µm
CTS Buf Count: 17
clock buffer depth: 2
status: stopped before the end
H-tree depth: 4
detailed placer's ending HPWL: 11.98 mm
dpl cells: 1,162
Post-synth top flop: dfrtp_1
Post-Synthesis Cell Area: 7316 µm²
Core Rows: 49
Area leader share: 0.1806
postcts setup bufs: 32
Ports: 14
cells after synthesis: 773
EDFF count, synth: 44
IO Port Bufs: 2
Synth Seq Share: 0.4423
==> per-stage QoR <==
| stage | instance area, µm² | hold WS (ns) |
|---|---|---|
| after detailed placement | 9082 | 0.3587 |
| after global placement | 9082 | 0.3495 |
| after floorplan | 7560 | 0.3528 |
==> kinds of logic after synthesis <==
family,after synthesis,share of synthesized area
AOI/OAI and AO/OA,147,0.1454
xor gates and xnor gates,74,0.08859
adders and majority gates,18,0.03113
buffers and inverters,58,0.03797
DFF,127,0.4423
muxes,15,0.02257
other,2,0.001027
and+or+nand+nor,332,0.2311
==> cells in the mapped netlist, drive strengths merged (21+ instances only) <==
cell type  instances
dfrtp             48
a21oi             27
nand2             84
nand3             41
o21ai             37
edfxtp            44
dfxtp             33
xnor2             37
inv               26
xor2              37
nor3              21
nor2              70
